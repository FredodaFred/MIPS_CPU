<file path="flow/run.sh">
#!/bin/bash
# OpenROAD 26Q1-2900-gdf79404cd8, Yosys 0.63+post, stock flow scripts
make -C /OpenROAD-flow-scripts/flow DESIGN_CONFIG=/design/flow/config.mk WORK_HOME=/design/flow/orfs finish
</file>
<file path="flow/config.mk">
export PLATFORM = sky130hd
export DESIGN_NAME = idexe_pipline_reg
export DESIGN_NICKNAME = idexe_pipline_reg
export VERILOG_FILES = /design/flow/design.v
export SDC_FILE = /design/flow/constraint.sdc
export NUM_CORES = 4
export LEC_CHECK = 1
export CORE_AREA = 10 10 157 157
export DIE_AREA = 0 0 167 167
</file>
<file path="flow/constraint.sdc">
current_design idexe_pipline_reg

set clk_period 1.0
set clk_io_pct 0.2

create_clock -name clk0 -period $clk_period [get_ports {clk}]

set non_clock_inputs [all_inputs -no_clocks]
set_input_delay [expr $clk_period * $clk_io_pct] -clock clk0 $non_clock_inputs
set_output_delay [expr $clk_period * $clk_io_pct] -clock clk0 [all_outputs]
</file>
<file path="flow/design.v">
`timescale 1ns / 1ps
module idexe_pipline_reg(
input wreg,
input m2reg,
input wmem,
input [3:0] aluc,
input aluimm,
input [4:0] destReg,
input [31:0] qa,
input [31:0] qb,
input [31:0] imm32,
input clk,
input jal,
input shift,
input [31:0] dpc4,
output reg ewreg,
output reg  em2reg,
output reg ewmem,
output reg [3:0] ealuc,
output reg ealuimm,
output reg [4:0] edestReg,
output reg [31:0] eqa,
output reg [31:0] eqb,
output reg [31:0] eimm32,
output reg ejal,
output reg eshift,
output reg [31:0] epc4
    );
always @(posedge clk)
    begin
    ewreg = wreg;
    em2reg = m2reg;
    ewmem = wmem;
    ealuc = aluc;
    ealuimm = aluimm;
    edestReg = destReg;
    eqa <= qa;
    eqb <= qb;
    eimm32 = imm32;
    ejal = jal;
    eshift = shift;
    epc4 = dpc4;
    end
endmodule
</file>
==> reports/metrics.cfg <==
[outcome]
status = finished, violations left
violations = negative setup slack

[power]
power.density_nw_per_um2 = 2210
p_leak_nw = 2.63
ir_worst_vdd_mv = 0.978

[timing]
slew_headroom_pct = 87.9
hold_violations = 0
rsz0062_at_grt = true
tightest_slew_ns = 0.181
timing.final.crit_share_pct = 103
max_freq_mhz = 969
setup_viol = 109
period_minus_slack_ns = 1.03
setup_slack_ns = -0.0320
slew_violations = 0

[setup_path]
slowest_stage = dfxtp_2
max_stage_delay_ns = 0.32
path_cells = buf_6
cp.required_ns = 0.80
path_buffers = 1
end_kind = primary output
critPathTopFamily = flip-flops
critical_path.max_fanout = 1
crit_type = register to primary output
crit_arrival_ns = 0.83
start_kind = register

[clock_network]
cts.sinks = 143
path_clk_slew_ns = 0.06
htreeDepth = 4
root_buffer = clkbuf_16
hold_buffers = 0
cts_tree = built
clockBufferDepth = 2
numCtsBuffers = 17

[place]
dpl.cell_count = 704
gp_congestion = 0.806
placement.io_buffers = 286

[grt]
grt_max_degree = 17
antenna_found_initial = 1
grt_pass1_vias = 2360
track_usage_pct = 7.25
grt_pass1_wl_um = 15500
grt_remaining_overflow = 0

[flow_run]
tool_warnings = 27
maxCapViolCount = 0

[route]
drc = 0
wl_per_cell_um = 14.1
routed_wl_um = 10400
via_count = 2138
ant_nets = 0
firstDrtPassIters = 4
drt_iter0_drc = 53
vias_per_cell = 2.90

[floorplan]
core_region_area_um2 = 21200
ios = 287
initCoreUtil_pct = 13.5
die-area_um2 = 27900
chipWidth_um = 167
die_h_um = 167
row_count = 53

[synthesis]
synth_flops = 143
syn_area_um2 = 2860
postSynthSeqShare_pct = 100
postSynthCellCount = 143
ys_chip_area_um2 = 2860
synth.distinct_cells = 1
topCellsByArea = dfxtp_1 (100%)
syn_avg_cell_area_um2 = 20.0
ys_cells = 143
top_cell_area_share_pct = 100
yosysWarningCount = 1
yosys.area.top_type = dfxtp_1

[layout]
comb_area_um2 = 0
n_fill_cell = 2146
final_layout_top_logic_cell = clkdlybuf4s50_1
syn2layout_area_growth_pct = 110
final_cell_mix = clkdlybuf4s50_1 (143), buf_2 (140), dfxtp_1 (123)
nMultiInputCombCells = 0
final_cells = 737
drive_above_1_share_pct = 41.6
final_util_pct = 28.4

[worst_hold_path]
worstHoldPathType = primary input to register

## cell type report
cell class / instances / area (um2) / share of cell area [%]
sequential: 143 / 2890 / 48.0
tap: 275 / 344 / 5.72
clock buffer: 23 / 478 / 7.95
clock inverter: 9 / 133 / 2.21
timing repair buffer: 286 / 2170 / 36.0
antenna: 1 / 2.50 / 0.0416
## stage by stage
stage               cell area (um2)  total power, W  TNS, ns  hold WS, ns  setup slack [ns]
floorplan                      2860         0.00612        0        0.228             0.538
global placement               6070         0.00732   -0.114        0.650           -0.0321
detailed placement             6070         0.00732   -0.113        0.652           -0.0391
CTS                            5980          0.0135    -5.05        0.199           -0.0728
global route                   6010          0.0139    -8.15        0.192           -0.0831
finish                         6010          0.0133   -0.888        0.222           -0.0320
## cell families (layout without fill, tap and decap cells)
family       count (synthesis)  count (layout)  synth area share [%]
flops                      143             143                   100
buf+inv                      0             318                     0
other cells                  0               1                     0
## flip-flops by register name, indices dropped and copies added, names as in the netlist, 4 cells and up
register	flops
edestReg	5
eqb	32
eqa	32
ealuc	4
eimm32	32
epc4	32
## worst paths after layout
kind	end	start	slack, ns	cells past startpoint
min	em2reg	m2reg	0.22	1
max	epc4[30]	epc4[30]	-0.03	1
## where the power goes
group	switching [W]	internal (W)	leakage (nW)
Clock	0.00227	0.00412	0.293
Sequential	0.0000616	0.00601	1.21
Combinational	0.000137	0.000673	1.13
Total	0.00247	0.0108	2.63
## what timing repair did
item                       4_1_cts  5_1_grt
setup endpoints to repair      143      143
cloned                           0        0
buffers inserted                 0        0
gates resized                  457       11
## layer usage
metal	wire, um	part of all wire [%]	track usage (%)
met1	3670	35	7.71
met2	5030	48	11.8
met3	1530	15	5.04
met4	162	1.6	1.22
met5	0	0	0
## cell usage after synthesis
library cell,number
dfxtp_1,143
Power is estimated from default activity; no workload was simulated.
