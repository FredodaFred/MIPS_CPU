===== flow/run.sh =====
#!/bin/bash
# OpenROAD 26Q1-2900-gdf79404cd8, Yosys 0.63+post, stock flow scripts
make -C /OpenROAD-flow-scripts/flow DESIGN_CONFIG=/design/flow/config.mk WORK_HOME=/design/flow/orfs finish

===== flow/config.mk =====
export PLATFORM = sky130hd
export DESIGN_NAME = ForwardingMux
export DESIGN_NICKNAME = ForwardingMux
export VERILOG_FILES = /design/flow/design.v
export SDC_FILE = /design/flow/constraint.sdc
export NUM_CORES = 4
export LEC_CHECK = 1
export CORE_UTILIZATION = 30

===== flow/constraint.sdc =====
current_design ForwardingMux

set clk_period 4.8
set clk_io_pct 0.2

create_clock -name clk0 -period $clk_period

set non_clock_inputs [all_inputs -no_clocks]
set_input_delay [expr $clk_period * $clk_io_pct] -clock clk0 $non_clock_inputs
set_output_delay [expr $clk_period * $clk_io_pct] -clock clk0 [all_outputs]

===== flow/design.v =====
`timescale 1ns / 1ps
module ForwardingMux(
input [31:0] regOut ,
input [31:0] r ,
input [31:0] mr ,
input [31:0] mdo ,
input [1:0] fwd ,
output reg[31:0] q
    );
    always @(*)
    begin
        if(fwd == 0)
            begin
                q = regOut;
            end
        else if(fwd == 1)
            begin
               q = r;
            end
        else if(fwd == 2)
            begin
                q = mr;
            end
       else if(fwd == 3)
            begin
                q = mdo;
             end
    end
endmodule

==> Slide: Implementation Results <==
Flow Results at a Glance

Run status
  – Outcome: complete, no violations

Synth
  – XOR-XNOR Cells, Area Fraction: 0
  – EDFF count, synth: 0
  – Ao+oa area frac: 0
  – Synthesized area: 1300 um^2
  – Post-Syn Instances: 72
  – Post-synth top cells: dlxtn_1, mux4_2, buf_12, buf_2, mux4_1
  – Yosys top cell by area: mux4_2
  – Commonest flop: dlxtn_1
  – Comb area leader: multiplexers
  – Synth Area per Inst: 18.0 um^2
  – Most numerous cell in the Yosys netlist: dlxtn_1
  – Top cells, area: mux4_2, dlxtn_1, buf_12
  – Flops after synth: 32
  – Basic Gates by Area: 0
  – Yosys Instances: 72
  – Synthesis warning total: 1
  – Yosys adder share: 0
  – Netlist cell types: 7
  – Area reported by Yosys stat: 1300 um^2
  – Area leader share: 0.520
  – Synth mux share: 0.561
  – Async SR Flop Fraction: 0

Setup path
  – Critical setup path kind: in -> out
  – Crit path required time: 3.84 ns
  – Crit path launch type: primary input
  – Worst setup path endpoint: q[0]
  – Crit path launch: fwd[1]
  – CP Capture Type: output pin
  – WP data arrival: 2.86 ns
  – Worst Path Max Fanout: 32

STA
  – Total negative slack: 0 ns
  – Min Tclk post-route: 3.82 ns
  – Endpoints failing hold: 0
  – Worst slew margin relative to its limit: 0.601
  – Final period util: 0.796
  – Post-route setup slack: 0.980 ns
  – Least-Margin Pin Slew: 0.599 ns
  – Endpoints left unconstrained: 32
  – Register pins left without a clock: 32
  – RSZ-0062 raised after global routing: no
  – Max-slew violations: 0
  – Final setup viols: 0
  – Peak Freq: 262 MHz

Cells and area
  – Area Overhead vs Synth: 133%
  – Ratio of cells with drive above 1 in the final layout: 0.127
  – Max reg flops: 32
  – Fillcell total: 298

Global routing
  – Met3 GRT Util: 0.0736
  – GRT overflow: 0
  – First-pass GRT wire length: 5840 um
  – Initial antenna violation count: 0
  – GRT Util Overall: 0.184
  – Met1 Track Usage GR: 0.198
  – Largest net degree at the start of global routing: 33
  – Vias in the first global route: 1263
  – Busiest layer in global routing: met2
  – Met2 Resource Use GR: 0.347

Detailed routing
  – DR iter-0 viols: 20
  – Drt total wl: 4190 um
  – Drt via density: 4.34
  – Final ANT Viol Nets: 0
  – Drt first pass iters: 2
  – # diodes: 0
  – WL/cell: 13.5 um
  – Residual DRC count: 0
  – Detailed-route via count: 1344

Die
  – FP Core Util: 0.318
  – Core Box Area: 4090 um^2
  – Chip area: 4600 um^2
  – I/O pins: 162
  – Die Span Y: 67.8 um
  – Num rows: 23
  – Chip Width: 67.8 um

Power and ir drop
  – Max VDD drop: 0.0614 mV
  – Total power: 222 uW
  – PD cells: 73.4 nW/um^2
  – Static Leak: 0.00122 uW

Clock network
  – Hold buffers post-CTS: 0
  – Setup bufs post-CTS: 0
  – Post_cts resized: 0

Run
  – Maximum capacitance violations: 0
  – Count of tool warnings: 33

Place
  – Worst slack, placed: 0.953 ns
  – GP Congestion: 0.856
  – DPL Wire Length: 3670 um
  – PortBufs: 162
-- logic make-up (layout without fill, tap and decap cells) --
| logic type | after synthesis | count (layout) |
|---|---|---|
| buf+inv | 7 | 164 |
| other cells | 1 | 32 |
| latches | 32 | 32 |
| mux | 32 | 32 |
-- power by group --
| group | internal, uW | leakage, uW | switching (uW) |
|---|---|---|---|
| registers | 29.2 | 0.000260 | 3.07 |
| clock network | 0 | 0 | 0 |
| logic | 154 | 0.000959 | 35.0 |
-- layer usage --
metal / wire [um] / up-vias
li1: - / 650
met4: 36 / 0
met5: 0 / -
met1: 1240 / 599
met3: 663 / 4
met2: 2250 / 91
-- worst max-delay path, cell delays in order --
cell             delay, ns
clkdlybuf4s50_1       0.45
buf_4                 0.37
mux4_2                0.27
dlxtn_1               0.33
clkdlybuf4s50_1       0.47
-- placed cells by master, fill, tap and decap left out, drive strengths merged --
| cell | Yosys | layout |
|---|---|---|
| mux4 | 32 | 32 |
| clkdlybuf4s50 | 0 | 161 |
| conb | 1 | 32 |
| buf | 7 | 3 |
| dlxtn | 32 | 32 |
-- layout make-up --
class / count / area (um^2) / share of cell area
Multi-Input combinational cell: 64 / 848 / 0.281
Timing Repair Buffer: 164 / 1630 / 0.540
Tap cell: 50 / 62.6 / 0.0207
Sequential cell: 32 / 480 / 0.159
-- metrics by stage --
| step | instances | util | area (um^2) |
|---|---|---|---|
| after floorplan | 103 | - | 1420 |
| after global placement | 310 | 0.740 | 3020 |
| after detailed placement | 310 | 0.740 | 3020 |
| after CTS | 310 | 0.740 | 3020 |
| after global routing | 310 | 0.740 | 3020 |
| final | 310 | 0.740 | 3020 |
Power is estimated from default activity; no workload was simulated.
