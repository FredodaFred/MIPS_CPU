`design/flow/run.sh`:
```
#!/bin/bash
# OpenROAD 26Q1-2900-gdf79404cd8, Yosys 0.63+post, stock flow scripts
make -C /OpenROAD-flow-scripts/flow DESIGN_CONFIG=/design/flow/config.mk WORK_HOME=/design/flow/orfs finish
```
`design/flow/design.v`:
```
`timescale 1ns / 1ps
module data_memory(
input [31:0] mr, 
input [31:0] mqb, 
input mwmem,
input clk, 
output reg [31:0] mdo
    );
    reg [31:0] memory [63:0]; 
    integer i;
    initial begin
        for (i = 0; i < 32; i = i + 1) begin
            memory[i] = 0;
        end
        memory[5'h14] = 32'h000000a3;   
        memory[5'h15] = 32'h00000027;   
        memory[5'h16] = 32'h00000079;   
        memory[5'h17] = 32'h00000115;    
    end
    always @(*)
    begin
        mdo = memory[mr[6:2]];
    end
    always @(negedge clk)
    begin
        if(mwmem == 1'b1)
        begin
            memory[mr[6:2]] = mqb;
        end
    end
endmodule
```
`design/flow/config.mk`:
```
export PLATFORM = sky130hd
export DESIGN_NAME = data_memory
export DESIGN_NICKNAME = data_memory
export VERILOG_FILES = /design/flow/design.v
export SDC_FILE = /design/flow/constraint.sdc
export NUM_CORES = 4
export LEC_CHECK = 1
export CORE_UTILIZATION = 40
```
`design/flow/constraint.sdc`:
```
current_design data_memory

set clk_period 21.1
set clk_io_pct 0.2

create_clock -name clk0 -period $clk_period [get_ports {clk}]

set non_clock_inputs [all_inputs -no_clocks]
set_input_delay [expr $clk_period * $clk_io_pct] -clock clk0 $non_clock_inputs
set_output_delay [expr $clk_period * $clk_io_pct] -clock clk0 [all_outputs]
```
==> results.txt <==
flow finished, numbers: status=completed, Post-synth seq share=78.01%, critical path arrival=7.71 ns, pwr/cell area=104.8 nW/um^2, slowest cell delay on critical path=0.78 ns, max cap viols=0, CTS Buf Count=105, FF+latch count, synth=~1000, Critical Path RT=roughly 11 ns, Most common cell on crit path=buf_4, drt total wl=approximately 110000 um, cell count in the Yosys report=~2300, row cnt=114, I/O Pins=98, mux share=under 10%, drt drc=0, Chip Area, Yosys=between 30000 and 40000 sq um, CP Class=input pin to flop, Placed Instance Area=41980 sq um, Longest Clk Path Bufs=3, Post-Syn Area=39420 sq um, RSZ-0062 raised after global routing=no, mean cell area of the mapped netlist=17.35 sq um, first-pass GRT wire length=about 170000 um, TritonCTS clock tree=built, Unique masters post-synth=49, postcts setup bufs=0, share of layout cells above drive strength 1=roughly 11%, drt wl/cell=23.68 um, placed cells=about 3600, Clock Root Buffer=clkbuf_16, count of hold-fix buffers inserted at cts=0, Async S/R FF share, synth=0%, Crit Path Max Fanout=20, Worst Tran Pin Value=0.9484 ns, routability cong.=roughly 0.85, CP cell instances=clkdlybuf4s50_1, buf_4, inv_1, nor2_2, buf_4, nand2_1, nor2_4, buf_4, tool warning count=1054, Hold Crit Start=mr[4], Via density=approximately 5.5, Final Hold Fails=0, total grt overflow=0, core box area=approximately 97000 sq um, maximum vdd drop=0.09659 mV, Pleak=around 20 nW, xor+xnor area frac=0%, vias in the first global route=29390, die height=315.9 um, die area=99800 sq um, Chip Width=315.9 um, hold endpoint=mdo[11], Hold Crit Depth=6, Top non-seq family=AND-OR/OR-AND gates, slowest CP cell=nor2_4, vias=26060, fin cells=4763, CP endpoint kind=flop, Top delay family on crit path=buffers and inverters, Post-Synth Adder-Cell Area=0%, final worst slack=between 3 and 4 ns, PortBufs=70, crit path launch type=input pin, Cells after Synth=2272, Final setup viols=0, hold crit path type=input pin to output port, setup TNS=0 ns, Area Growth Syn to Fin=25.35%, Clock transition at path regs=0.03 ns, Total GRT Usage=between 20 and 30%, max reg flops=1024, drt initial violations=roughly 1900, ys flop type=edfxtp_1, largest net degree at the start of global routing=around 60, post-route antenna net violation count=0, post-route design area=49410 sq um, Max Slew Vio Count=0, headroom to the max-slew limit=36.58%, Final Power=approximately 5.2 mW, number of synthesis warnings=1, fp util=40.58%, H-tree lvl count=3, Synth Area in Compound Gates=a little over an eighth, number of inserted diodes=0, CTS Sinks=~1000, initial antenna violation count=0, DP Worst Slack=2.554 ns, Post-DP HPWL=58840 um, Post-CTS Resized=0, EDFF count, synth=1024, worst path bufs/invs=5, yosys simple share=approximately 3.0%, DRT Pass-1 Iters=9
## where the power goes
part / total, mW / internal (mW) / switching (mW)
clock: 2.63 / 1.40 / 1.22
sequential: 2.29 / 2.28 / 0.00518
combinational: 0.262 / 0.0882 / 0.174
total: 5.18 / 3.77 / 1.40
## cells by family (layout without fill, tap and decap cells)
logic type,after synthesis,in the layout
flip-flops,1024,1024
AND-OR/OR-AND,666,666
AND/OR/NAND/NOR,263,263
buffers and inverters,188,1403
multiplexers,131,131
## metal layers
metal,vias to the layer above,global-route usage (%),share of wire [%],wire (um)
met5,-,1.089,0.076,86
li1,11770,-,-,-
met4,2,11.50,3.3,3733
met2,1721,35.43,47,53460
met3,234,21.62,17,19230
met1,12340,25.98,32,36260
## how the worst max path moves through the flow
stage                  from       endpoint  slack, ns  depth (start not counted)
CTS           memory[6][26]        mdo[26]       3.17                          5
global route          mr[5]  memory[12][0]       3.09                          8
finish                mr[5]  memory[12][0]       3.17                          8
## cell usage after synthesis (2+ instances only)
library cell,instances,share of area (%)
buf_2,74,0.94
buf_4,15,0.29
o21ai_0,44,0.56
mux2i_1,106,2.7
o211ai_2,3,0.095
nand2b_1,8,0.13
a21oi_1,93,1.2
a221o_1,5,0.13
o311a_1,2,0.051
buf_6,5,0.14
a21bo_2,18,0.46
clkbuf_1,75,0.71
inv_1,4,0.038
o31ai_1,2,0.038
mux2_2,17,0.49
mux4_2,8,0.46
a32o_1,4,0.10
nor3_1,37,0.47
o32a_1,9,0.23
nor2b_1,29,0.46
o221ai_1,41,0.91
a211o_1,11,0.24
or2_2,2,0.032
edfxtp_1,1024,78
nand4_1,2,0.032
and2_1,9,0.14
o22ai_1,64,1.0
o32ai_1,3,0.067
or4_1,4,0.076
a221oi_1,131,2.9
a22oi_1,81,1.5
a21o_1,13,0.25
o22a_1,3,0.067
a211oi_1,15,0.29
nor2_1,31,0.30
nand2_1,135,1.3
a22o_1,61,1.4
buf_1,14,0.13
a222oi_1,59,1.5
a31oi_1,2,0.032
## cell usage in the layout, fill, tap and decap left out, types with 4 or more instances in the layout
master / count
a22o_1: 61
clkbuf_16: 108
mux4_2: 8
o221ai_1: 41
o21ai_0: 44
nor3_2: 12
inv_1: 1055
nand2_1: 135
a221oi_1: 131
nor2b_1: 23
a211oi_1: 15
buf_4: 116
a211o_1: 11
or4_1: 4
a221o_1: 5
a21oi_1: 93
a22oi_1: 81
o32a_1: 9
nor2_4: 21
a222oi_1: 59
bufinv_16: 18
nor3_1: 25
a21o_1: 13
edfxtp_1: 1024
a32o_1: 4
mux2i_1: 106
clkinvlp_2: 23
and2_1: 8
o22ai_1: 64
nor2_1: 8
nand2b_1: 7
inv_4: 7
clkdlybuf4s50_1: 66
a21bo_2: 18
mux2_2: 17
## cell type report
class                      instances  area [sq um]
timing repair buffer             185          1565
multi-input combinational       1060          8043
inverter                           4         17.52
sequential                      1024         30750
clock inverter                  1106          4733
clock buffer                     108          2703
fill                            7516         47730
tap                             1276          1597
## worst min-delay path: cells and delay by family
| kind | cells | cell delay (ns) |
|---|---|---|
| AND-OR/OR-AND | 1 | 0.15 |
| buffers and inverters | 3 | 0.89 |
| AND/OR/NAND/NOR | 2 | 0.24 |
## per-stage QoR
stage | util, % | hold WS, ns
detailed placement | 43.21 | 9.743
floorplan | - | 8.769
global placement | 43.21 | 9.746
finish | 50.86 | 9.739
CTS | 50.86 | 9.747
global route | 50.86 | 9.807
No activity file was given, so power comes from the tool's default toggle rates.
